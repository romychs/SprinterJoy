==> ./design.v <==
module ClockGenerator (
	input wire clk,		   
	input wire reset,
	output reg sj_clk		   
);
	reg [5:0] clk_ctr;
	localparam [5:0] divisor = 34;
	always_ff @ (posedge clk, posedge reset)
   if (reset) begin
			clk_ctr <= 6'h00;
			sj_clk <= 1'b0;
      end
		else begin
			if (clk_ctr == divisor) begin
				clk_ctr <= 6'h00;
				sj_clk <= !sj_clk;
			end
			else clk_ctr <= clk_ctr + 1'b1;
		end
endmodule
module SegaJoy(
	input reg clk,
	input wire reset,
	output reg sel1,
	output reg sel2,
	input wire [5:0] sj1,
	input wire [5:0] sj2,
	output reg [11:0] status1,
	output reg [11:0] status2,
   output reg [1:0] sj_type1,
   output reg [1:0] sj_type2
);
   localparam [7:0] divisor = 180;
	reg [7:0] cycle;
	reg [5:0] s0;
	reg [5:0] s1;
	reg [5:0] s4;
	reg [5:0] s5;
	reg [5:0] s6;
	reg [11:0] combo;
	always_ff @ (posedge clk, posedge reset)
		if (reset) begin
			cycle <= 8'h00;
			sel1 <= 1'b0;
			sel2 <= 1'b0;
			status1 <= 12'h000;
			status2 <= 12'h000;
		end else begin
			case (cycle)
         0: sel1 <= 0;
			1:	s0 <= sj1;
			2: sel1 <= 1;
			3: s1 <= sj1;
			4: sel1 <= 0;
			6: sel1 <= 1;
			8: sel1 <= 0;
			9: s4 <= sj1;
			10: sel1 <= 1;
			11: s5 <= sj1;
			12: sel1 <= 0;
			13: s6 <= sj1;
			14: begin
                combo <= ~({s5[3:0], s0[5:4], s1});
                if (s4[1:0] == 2'b00 && s6[3:0] == 4'b1111) sj_type1 <= 2'b10;
                else if (s6[3:2] == 2'b00) sj_type1 <= 2'b01;
                else sj_type1 <= 2'b00;
				 end
			15: 
				case (sj_type1)
				2'b10: status1 <= combo;
				2'b01: status1 <= {4'b0000, combo[7:0]};
				default:
					status1 <= {6'b000000, combo[5:0]};
				endcase
         16: sel2 <= 0;
			17:	s0 <= sj2;
			18: sel2 <= 1;
			19: s1 <= sj2;
			20: sel2 <= 0;
			22: sel2 <= 1;
			24: sel2 <= 0;
			25: s4 <= sj2;
			26: sel2 <= 1;
			27: s5 <= sj2;
			28: sel2 <= 0;
			29: s6 <= sj2;
			30: begin
                combo <= ~({s5[3:0], s0[5:4], s1});
                if (s4[1:0] == 2'b00 && s6[3:0] == 4'b1111) sj_type2 <= 2'b10;
                else if (s6[3:2] == 2'b00) sj_type2 <= 2'b01;
                else sj_type2 <= 2'b00;
				 end
			31: 
				case (sj_type2)
				2'b10: status2 <= combo;
				2'b01: status2 <= {4'b0000, combo[7:0]};
				default:
					status2 <= {6'b000000, combo[5:0]};
				endcase
         endcase
         if (cycle == divisor) cycle <= 8'hff;
         else  cycle <= cycle + 1'b1;
		end
endmodule
module SprinterJoy (
	input wire clk14,			    
	input wire reset,		       
	input wire ior_n,		       
	input wire [11:0] a,		    
	inout wire [7:0] d,		    
	input wire [5:0] sj1,		 
	output wire sj1_sel,			 
	input wire [5:0] sj2,		 
	output wire sj2_sel			 
);
	reg [11:0] sj1_status;
   reg [1:0] sj1_type;
	reg [11:0] sj2_status;
   reg [1:0] sj2_type;
	reg [7:0] d_out;	 
	assign d[7:0] = (port_r) ? d_out : 8'hzz;
	reg sj_clk;
	reg port_r;
	ClockGenerator clockGenerator(
	   .clk(clk14),
		.reset(reset),
		.sj_clk(sj_clk)
	);
	SegaJoy segaJoy(
	   .clk(sj_clk),
		.reset(reset),
		.sel1(sj1_sel),
		.sel2(sj2_sel),
		.sj1(sj1),
		.sj2(sj2),
		.status1(sj1_status),
		.status2(sj2_status),
      .sj_type1(sj1_type),      
      .sj_type2(sj2_type)      
	); 
	always_ff @ (posedge clk14, posedge reset)
		if (reset) begin
			port_r <= 0;
		end else begin
			if (a[11:2] == 10'b0010010100) begin                         
				port_r <= !ior_n;
				if (port_r) begin
					case (a[1:0])
					2'b00: d_out <= sj1_status[7:0];						          
					2'b01: d_out <= {sj1_type, 2'b00, sj1_status[11:8]};		 
					2'b10: d_out <= sj2_status[7:0];						          
					2'b11: d_out <= {sj2_type, 2'b00, sj2_status[11:8]};		 
					endcase;
				end;			
			end else begin
				port_r <= 0;
			end
		end
endmodule
==> ./run.sh <==
#!/bin/bash
# OpenROAD 26Q1-2900-gdf79404cd8, Yosys 0.63+post, stock flow scripts
make -C /OpenROAD-flow-scripts/flow DESIGN_CONFIG=/design/flow/config.mk WORK_HOME=/design/flow/orfs finish
==> ./config.mk <==
export PLATFORM = sky130hd
export DESIGN_NAME = SprinterJoy
export DESIGN_NICKNAME = SprinterJoy
export VERILOG_FILES = /design/flow/design.v
export SDC_FILE = /design/flow/constraint.sdc
export NUM_CORES = 4
export LEC_CHECK = 1
export CORE_UTILIZATION = 30
==> ./constraint.sdc <==
current_design SprinterJoy

set clk_period 1.7
set clk_io_pct 0.2

create_clock -name clk0 -period $clk_period [get_ports {clk14}]

set non_clock_inputs [all_inputs -no_clocks]
set_input_delay [expr $clk_period * $clk_io_pct] -clock clk0 $non_clock_inputs
set_output_delay [expr $clk_period * $clk_io_pct] -clock clk0 [all_outputs]
==> summary.txt <==
Figures from the flow reports.

Clock network:
- The run gives the number of clock buffers inserted by TritonCTS as 3.
- The timing report gives the clock slew at the launch and capture registers of the worst setup and hold paths as 0.05 ns.
- The run gives the post-CTS setup buffer count as 0.
- TritonCTS built the clock tree.
- The tree is rooted in a sky130_fd_sc_hd__clkbuf_16.
- In this run the number of H-tree levels came out at 1.
- The run gives the clock latency at the later pin of the worst-skew pair as 0.24 ns.
- No sink is reached through more buffers than the 2 on the longest clock path.

Route:
- Across all layers, the routed design uses 2134 vias.
- The run gives the count of inserted antenna diode cells as 0.
- The count of nets left with antenna violations once routing finished came out at 0.
- The run gives the post-detailed-route via-to-cell ratio as 4.427.
- The run puts the violation count after the first detailed-routing iteration at 93.
- The run gives the remaining design rule violation count as 0.
- The script logs the mean routed wire length per placed instance as 12.61 µm.
- The run gives the final routed wirelength across all metal layers as 6079 µm.
- The pre-antenna-repair detailed-routing pass consisted of 4 iterations.

Synthesis:
- Averaged over all synthesized cells, the footprint is 13.44 µm².
- The run puts the post-synthesis cell count from yosys at 282.
- Per the synth stats, the flop cell with the highest instance count is sky130_fd_sc_hd__edfxtp_1.
- The run gives the fraction of the yosys area taken by sequential cells as 61.01%.
- In the synthesized netlist, the cells that appear most often are 42 x sky130_fd_sc_hd__dfrtp_1, 42 x sky130_fd_sc_hd__edfxtp_1, 30 x sky130_fd_sc_hd__mux2_2.
- The run gives the cell count after synthesis as 282.
- Of all flip-flops after synthesis, the portion carrying an async set or reset was 50.00%.
- The run gives the top cell type by total area after synthesis as sky130_fd_sc_hd__edfxtp_1.
- The warning tally printed by Yosys for this design is 4.
- Counting flops and latches in the post-synthesis netlist gives 84.
- In the post-synthesis netlist, the biggest area contributors are sky130_fd_sc_hd__edfxtp_1 33%, sky130_fd_sc_hd__dfrtp_1 28%, sky130_fd_sc_hd__mux2_2 8.9%, sky130_fd_sc_hd__mux4_2 3.6%, sky130_fd_sc_hd__ha_1 3.3%.
- The synthesized netlist occupies a cell area of 3790 µm².
- For this run, the chip area from Yosys synthesis comes to 3790 µm².
- The run puts the share of Yosys cell area claimed by the top area cell type at 33.28%.
- The run puts the number of flops mapped to enable cells by yosys at 42.
- Synthesis instantiated 36 different standard cells from the library.

Global route:
- The run gives the overall global routing resource usage as 10.51%.
- The run gives the via count of the first global-routing pass as 2171.
- The run puts the total grt overflow at 0.
- The run gives the maximum number of pins on one net before global-route repair as 69.
- The run puts the wire length of the first global-routing pass at 10650 µm.
- The run puts the initial antenna violation count at 0.

Layout:
- The run puts the number of standard cells in the final layout excluding fillers at 482.
- Relative to the synthesized area, the layout overhead comes to 17.13%.
- The run puts the share of post-route cells with drive strength above 1 at 19.43%.
- The run puts the tally of filler cells in the layout at 1159.
- The run gives the post-layout instance area as 4439 µm².

Worst hold path:
- The min-delay analysis places its worst path in the category in -> reg.
- STA shows the worst min-delay path finishing at port_r$_DFF_PP0_.
- The run puts the count of cells along the worst hold path at 4.
- The run gives the startpoint of the lowest-slack hold path as a[2].

Final timing:
- The run puts the clock skew after layout at 0.005257 ns.
- The run puts the count of unclocked register or latch pins at 68.
- In this build the clock could be raised as far as 618.2 MHz.
- The run gives the minimum clock period as 1.618 ns.
- In the final timing run, aggregate negative setup slack is 0 ns.
- The run puts the share of the clock period used by the worst path after layout at 95.16%.
- The run puts the number of unconstrained endpoints at 104.
- The run gives the normalized max-slew margin as 47.20%.
- The run gives the final setup violation count as 0.
- The run puts the number of max-slew violations in the final report at 0.
- The run gives the transition time at the pin with the least slew margin as 0.7860 ns.
- The run gives the worst slack on hold paths as 0.4488 ns.
- The final timing report lists a hold violation count of 0.

Placement:
- After detailed placement, the design holds a cell count of 478.
- The run gives the area of placed instances as 4324 µm².
- Detailed placement finished with a half-perimeter wire length of 4701 µm.
- The run puts the number of buffers inserted by port buffering at 28.
- The run gives the final estimated routing congestion in global placement as 0.8129.

Critical path:
- The run gives the arrival time reported for the critical path endpoint as 1.78 ns.
- The run gives the buffer and inverter count on the worst path as 2.
- The run gives the startpoint-to-endpoint class of the critical path as reg -> reg.
- The worst register-to-register path has a setup slack of 0.08 ns.
- The run gives the reg-to-reg endpoint as clockGenerator.sj_clk$_DFFE_PP0N_.
- The run puts the biggest fanout along the worst timing path at 4.
- The run gives the number of cells on the worst reg-to-reg path as 6.
- The run puts the critical path data required time at 1.87 ns.
- The slowest stage of the critical path is the sky130_fd_sc_hd__or3b_2 cell.
- The report lists the cells along the critical path as inv_1 > ha_1 > or3b_2 > nor3b_1 > buf_4 > xor2_1.
- STA classifies the critical path endpoint as a flop.
- The run gives the critical path launch point type as a flop.
- The run gives the biggest cell delay along the critical path as 0.45 ns.
- Among cell families on the critical path, the largest total delay comes from simple AND/OR/NAND/NOR gates.
- The startpoint identified for the worst register-to-register timing path is clockGenerator.clk_ctr[0]$_DFF_PP0_.

Floorplanning:
- The run gives the area enclosed by the die boundary as 13090 µm².
- The run gives the area of the core as 12160 µm².
- The horizontal die dimension reported for this design is 114.4 µm.
- The initialized floorplan defines 40 standard-cell rows.
- The run gives the total I/O pin count as 37.
- Before placement the cells fill 31.16% of the core.
- The run gives the die boundary height as 114.4 µm.

Power:
- The design draws 1.058 mW.
- The run gives the leakage power summed over all cells as 1.707 nW.
- The run gives the highest ir drop seen on vdd as 0.0002714 V.
- The run puts the areal power density over the cells at 238.4 nW/µm².

Status:
- The run finished with clean final reports.

Flow run:
- The run puts the reported max-cap violation count at 0.
- The tool warning count for the run is 31.
==> flip-flops by register name, summed over array words and instances, names as in the netlist, 4 cells and up <==
name	flops
segaJoy.cycle	8
segaJoy.status2	12
segaJoy.combo	12
segaJoy.s1	6
segaJoy.s6	4
segaJoy.status1	12
clockGenerator.clk_ctr	6
d	8
segaJoy.s5	4
==> cell families after synthesis <==
family	share of synthesized area, %
AOI/OAI and AO/OA	3.169
xor gates and xnor gates	2.080
adders and majority gates	3.301
buffers and inverters	4.490
DFF	61.01
muxes	14.86
and+or+nand+nor	11.09
==> worst min-delay path, stage by stage <==
cell                             delay (ns)
sky130_fd_sc_hd__dlymetal6s2s_1        0.10
sky130_fd_sc_hd__nor4b_2               0.05
sky130_fd_sc_hd__nand4b_1              0.11
sky130_fd_sc_hd__nor2_1                0.05
==> how the worst max path moves through the flow <==
stage | start | end | cells after the start
final | clockGenerator.clk_ctr[0]$_DFF_PP0_ | clockGenerator.sj_clk$_DFFE_PP0N_ | 6
after global routing | a[4] | d[2]$_DFFE_PP_ | 5
after CTS | a[8] | d[2]$_DFFE_PP_ | 5
==> per-stage QoR <==
| step | setup slack, ns | util [%] |
|---|---|---|
| 2_1_floorplan | 0.01505 | - |
| 3_3_place_gp | -0.2859 | 35.56 |
| 3_5_place_dp | -0.2574 | 35.56 |
| 4_1_cts | 0.01032 | 36.34 |
| 5_1_grt | -0.01550 | 36.50 |
| 6_report | 0.08233 | 36.50 |
==> layout by cell type (no fill, tap or decap), types with 3 or more instances in the layout <==
cell / instances
sky130_fd_sc_hd__mux4_2: 6
sky130_fd_sc_hd__xor2_1: 3
sky130_fd_sc_hd__nand3_1: 5
sky130_fd_sc_hd__clkbuf_16: 3
sky130_fd_sc_hd__clkdlybuf4s50_1: 24
sky130_fd_sc_hd__ha_1: 10
sky130_fd_sc_hd__mux2i_1: 9
sky130_fd_sc_hd__dfrtp_1: 42
sky130_fd_sc_hd__inv_1: 29
sky130_fd_sc_hd__dlymetal6s2s_1: 4
sky130_fd_sc_hd__o21ai_0: 12
sky130_fd_sc_hd__xnor2_1: 6
sky130_fd_sc_hd__nor2_1: 16
sky130_fd_sc_hd__mux2_2: 30
sky130_fd_sc_hd__buf_4: 7
sky130_fd_sc_hd__nand2b_1: 3
sky130_fd_sc_hd__nand2_1: 23
sky130_fd_sc_hd__edfxtp_1: 42
sky130_fd_sc_hd__nor3_1: 7
sky130_fd_sc_hd__nand4_1: 4
==> power breakdown <==
part           total, mW  internal (mW)  switching, mW
Clock              0.493          0.356          0.137
Sequential         0.414          0.414     0.00000193
Combinational      0.151         0.0936         0.0576
Total               1.06          0.864          0.194
==> layout make-up <==
| type | count | area, µm² | area share [%] |
|---|---|---|---|
| clock buffers | 4 | 88.84 | 2.001 |
| inverters | 29 | 108.9 | 2.452 |
| multi-input cells | 159 | 1325 | 29.85 |
| flip-flops and latches | 84 | 2312 | 52.09 |
| well taps | 168 | 210.2 | 4.735 |
| repair buffers | 38 | 394.1 | 8.878 |
==> repair_timing <==
item | 4_1_cts | 5_1_grt
gates resized | 1 | 6
hold buffers | 0 | 0
hold endpoints to repair | 0 | 0
endpoints found under the setup margin | 7 | 8
pin swaps | 0 | 4
gates cloned | 0 | 0
==> routing by layer <==
metal	routed length, µm	global-route usage (%)
met4	27	0.6061
met2	2612	15.72
met1	3152	17.59
met5	0	0
met3	286	1.780
Power figures rest on the tool's default switching activity, not on a simulated workload.
